File: /design/flow/design.v
module seg7x16(
    input clk,
	 input reset,
	 input cs,
	 input [31:0] i_data,
	 output [7:0] o_seg,
	 output [7:0] o_sel
    );
    reg [14:0] cnt;
	 always @ (posedge clk, posedge reset)
      if (reset)
        cnt <= 0;
      else
        cnt <= cnt + 1'b1;
    wire seg7_clk = cnt[14]; 
	 reg [2:0] seg7_addr;
	 always @ (posedge seg7_clk, posedge reset)
	   if(reset)
		  seg7_addr <= 0;
		else
		  seg7_addr <= seg7_addr + 1'b1;
	 reg [7:0] o_sel_r;
	 always @ (*)
	   case(seg7_addr)
		  7 : o_sel_r = 8'b01111111;
		  6 : o_sel_r = 8'b10111111;
		  5 : o_sel_r = 8'b11011111;
		  4 : o_sel_r = 8'b11101111;
		  3 : o_sel_r = 8'b11110111;
		  2 : o_sel_r = 8'b11111011;
		  1 : o_sel_r = 8'b11111101;
		  0 : o_sel_r = 8'b11111110;
		endcase
	 reg [31:0] i_data_store;
	 always @ (posedge clk, posedge reset)
	   if(reset)
		  i_data_store <= 0;
		else if(cs)
		  i_data_store <= i_data;
	 reg [7:0] seg_data_r;
	 always @ (*)
	   case(seg7_addr)
		  0 : seg_data_r = i_data_store[3:0];
		  1 : seg_data_r = i_data_store[7:4];
		  2 : seg_data_r = i_data_store[11:8];
		  3 : seg_data_r = i_data_store[15:12];
		  4 : seg_data_r = i_data_store[19:16];
		  5 : seg_data_r = i_data_store[23:20];
		  6 : seg_data_r = i_data_store[27:24];
		  7 : seg_data_r = i_data_store[31:28];
		endcase
	 reg [7:0] o_seg_r;
	 always @ (posedge clk, posedge reset)
	   if(reset)
		  o_seg_r <= 8'hff;
		else
		  case(seg_data_r)
		    4'h0 : o_seg_r <= 8'hC0;
          4'h1 : o_seg_r <= 8'hF9;
          4'h2 : o_seg_r <= 8'hA4;
          4'h3 : o_seg_r <= 8'hB0;
          4'h4 : o_seg_r <= 8'h99;
          4'h5 : o_seg_r <= 8'h92;
          4'h6 : o_seg_r <= 8'h82;
          4'h7 : o_seg_r <= 8'hF8;
          4'h8 : o_seg_r <= 8'h80;
          4'h9 : o_seg_r <= 8'h90;
          4'hA : o_seg_r <= 8'h88;
          4'hB : o_seg_r <= 8'h83;
          4'hC : o_seg_r <= 8'hC6;
          4'hD : o_seg_r <= 8'hA1;
          4'hE : o_seg_r <= 8'h86;
          4'hF : o_seg_r <= 8'h8E;
		  endcase
	 assign o_sel = o_sel_r;
	 assign o_seg = o_seg_r;
endmodule
File: /design/flow/run.sh
#!/bin/bash
# OpenROAD 26Q1-2900-gdf79404cd8, Yosys 0.63+post, stock flow scripts
make -C /OpenROAD-flow-scripts/flow DESIGN_CONFIG=/design/flow/config.mk WORK_HOME=/design/flow/orfs finish
File: /design/flow/config.mk
export PLATFORM = sky130hd
export DESIGN_NAME = seg7x16
export DESIGN_NICKNAME = seg7x16
export VERILOG_FILES = /design/flow/design.v
export SDC_FILE = /design/flow/constraint.sdc
export NUM_CORES = 4
export LEC_CHECK = 1
export CORE_UTILIZATION = 40
File: /design/flow/constraint.sdc
current_design seg7x16

set clk_period 3.4
set clk_io_pct 0.2

create_clock -name clk0 -period $clk_period [get_ports {clk}]

set non_clock_inputs [all_inputs -no_clocks]
set_input_delay [expr $clk_period * $clk_io_pct] -clock clk0 $non_clock_inputs
set_output_delay [expr $clk_period * $clk_io_pct] -clock clk0 [all_outputs]
==> results.toml <==
# yosys + openroad results
[yosys]
edf_count = 0
netlist_instances = 215
ys_chip_area_um2 = 2690
ys_seq_share = 0.533
async_reset_ff_frac = 1.00
yosys_warnings = 1
syn_avg_cell_area_um2 = 12.5
ys_cells = 215
synth_cell_type_count = 47
synth_top_flop_cell = "dfrtp_1"
netlist_area_um2 = 2690
synth.ff_latch_count = 57

[outcome]
status = "complete, but fails checks"
violations = "DRC"

[global_route]
overflow = 0
grt_max_degree = 58
grt_pass1_vias = 1728
grt_usage = 0.161
grt_antenna_before_repair = 0
grt_pass1_wl_um = 8670

[timing]
fmax_ghz = 0.478
finalCriticalPeriod_ps = 2090
fin_crit_sh = 0.615
grt_setup_unrepaired = "false"
slew_violations = 0
fin_setup_tns_ps = 0
hold_violations = 0
setup-violations-final = 0
unclocked_pins = 3
fin_ws_ps = 1310
untimed_endpoints = 11
finalClockSkew_ps = 6.09

[drt]
drtIter0Drc = 84
drtPass1Iterations = 45
dr_total_vias = 1776
antennaDiodeCount = 0
vias_per_cell = 5.22
wire_per_inst_um = 14.9
ant_nets = 0
route.detailed.drc = 12
wirelength_um = 5080

[clocking]
cts_resized = 0
cts_tree = "yes"
cts_hold_buf = 0
postCtsSetupBuffers = 0
cts_root_buf = "clkbuf_8"
insertion_delay_ps = 310
htreeDepth = 2
clkSlewWorstSetupHoldPaths_ps = 100
clock_path_buffers = 2
numCtsBuffers = 5

[worst_setup_path]
crit_buf_inv = 0
critPathKind = "flip-flop to flip-flop"
worstPathRequired_ps = 3600
crit_chain = "a22o_1, o21ai_0, a31oi_2, or4b_1, o311ai_1"
r2r_start = "i_data_store[24]$_DFFE_PP0P_"
worst-r2r-setup-slack_ps = 1310
end_kind = "flip-flop"
r2r_end = "o_seg_r[3]$_DFFE_PP1P_"
cpMaxStageDelayCell = "or4b_1"
crit_family = "AND-OR/OR-AND gates"
endpoint = "o_seg_r[3]$_DFFE_PP1P_"
critPathMaxStageDelay_ps = 550
path_max_fanout = 9
crit_cells = 5
setup.worst_path.start = "i_data_store[24]$_DFFE_PP0P_"
crit_arrival_ps = 2300
r2r_cells = 5
start_kind = "flip-flop"

[layout]
drive_above_1_share = 0.232
fillers = 581
comb_area_um2 = 1140
syn2layout_area_growth_pct = 24.1
layout.area.seq_um2 = 1440

[floorplan]
floorplan.initialDensity = 0.419
die_width_um = 84.0
dieArea_um2 = 7060
core-area_um2 = 6420
rows = 29
pin_count = 51
die_h_um = 84.0

[place]
hpwlAfterDp_um = 3560
dp_slack_ps = 1320
numPortBuffers = 49
routabilityCongestion = 0.770

[power]
p_per_area_nw_per_um2 = 387
p_leak_uw = 0.00137
ir_drop_v = 0.000140
total_power_uw = 1290

[worst_hold_path]
worstHoldPathType = "flip-flop to flip-flop"

[flow_run]
drv_cap = 0
warnings = 29
==> sequential cells by signal (all words and copies together) (netlist names) <==
name / flops
i_data_store: 32
cnt: 15
o_seg_r: 7
seg7_addr: 3
==> cell usage after synthesis, drive strengths merged (2+ instances only) <==
| cell | number | area share |
|---|---|---|
| dfrtp | 50 | 0.47 |
| mux2 | 33 | 0.14 |
| nand2 | 13 | 0.018 |
| inv | 11 | 0.015 |
| xnor2 | 11 | 0.036 |
| nand3 | 9 | 0.017 |
| buf | 7 | 0.019 |
| dfstp | 7 | 0.068 |
| ha | 7 | 0.033 |
| a22o | 5 | 0.016 |
| a31oi | 5 | 0.022 |
| clkbuf | 5 | 0.0070 |
| nand4 | 4 | 0.0093 |
| nor2 | 4 | 0.0056 |
| nor3 | 4 | 0.0074 |
| xor2 | 4 | 0.013 |
| a31o | 3 | 0.013 |
| o21ai | 3 | 0.0056 |
| or4b | 3 | 0.011 |
| a221o | 2 | 0.0074 |
| a22oi | 2 | 0.0056 |
| nand2b | 2 | 0.0074 |
| o211ai | 2 | 0.0056 |
| o22ai | 2 | 0.0047 |
| or4 | 2 | 0.0070 |
==> layout by cell type, fill, tap and decap left out, types with 5 or more instances in the layout <==
cell	synthesis	routed
dfrtp_1	50	50
clkdlybuf4s50_1	0	49
mux2_2	33	33
nand2_1	13	13
xnor2_1	11	11
inv_1	11	10
nand3_1	9	9
ha_1	7	7
dfstp_2	7	7
clkbuf_8	0	6
a22o_1	5	5
==> report_power, final <==
part	switching (uW)	total [uW]	internal [uW]
clock	210	375	164
sequential	23.7	726	703
combinational	69.5	191	121
==> stage by stage <==
stage / std cells / cell area [um^2] / hold WS [ps] / utilization
detailed placement: 332 / 3240 / 458 / 0.505
floorplan: 215 / 2690 / 434 / -
global route: 340 / 3340 / 497 / 0.520
CTS: 340 / 3340 / 477 / 0.520
finish: 340 / 3340 / 471 / 0.520
global placement: 332 / 3240 / 459 / 0.505
==> worst min-delay path by stage <==
stage	from	to	slack, ps	cells past startpoint
global route	cnt[6]$_DFF_PP0_	cnt[6]$_DFF_PP0_	500	1
CTS	cnt[6]$_DFF_PP0_	cnt[6]$_DFF_PP0_	480	1
finish	cnt[6]$_DFF_PP0_	cnt[6]$_DFF_PP0_	470	1
==> cell type report <==
type,instances,area share
clock inverter,2,0.00375
clock buffer,6,0.0247
sequential,57,0.430
multi-input combinational,135,0.343
inverter,11,0.0124
tap,77,0.0289
timing repair buffer,52,0.157
==> cell families (layout without fill, tap and decap cells) <==
group,Yosys count,count (layout),synth area share
compound gates,29,29,0.0963
simple gates,48,48,0.101
mux,34,34,0.142
fa+ha+maj,8,8,0.0363
buf+inv,23,71,0.0409
xor+xnor,15,15,0.0488
other cells,1,1,0.00139
flops,57,57,0.533
==> layer usage <==
metal / wire length, um / global-route usage
met5: 0 / 0
met4: 60 / 0.0157
met3: 233 / 0.0251
met2: 2390 / 0.247
met1: 2400 / 0.261
